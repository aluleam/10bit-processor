==> design.v <==
module registerFile (
    input [9:0] D,           
    input ENW,               
    input ENR0,              
    input ENR1,              
    input CLKb,              
    input [1:0] WRA,         
    input [1:0] RDA0,        
    input [1:0] RDA1,        
    output reg [9:0] Q0,     
    output reg [9:0] Q1      
);
    reg [9:0] R0, R1, R2, R3;
    initial begin
        R0 = 10'b0;
        R1 = 10'b0;
        R2 = 10'b0;
        R3 = 10'b0;
        Q0 = 10'b0;
        Q1 = 10'b0;
    end
    always_ff @(negedge CLKb) begin
        if (ENW) begin
            case (WRA)
                2'b00: R0 <= D;   
                2'b01: R1 <= D;   
                2'b10: R2 <= D;   
                2'b11: R3 <= D;   
            endcase
        end
    end
    always_comb begin
        Q0 = 10'b0;
        Q1 = 10'b0;
        if (ENR0) begin
            case (RDA0)
                2'b00: Q0 = R0;
                2'b01: Q0 = R1;
                2'b10: Q0 = R2;
                2'b11: Q0 = R3;
            endcase
        end
        if (ENR1) begin
            case (RDA1)
                2'b00: Q1 = R0;
                2'b01: Q1 = R1;
                2'b10: Q1 = R2;
                2'b11: Q1 = R3;
            endcase
        end
    end
endmodule
==> run.sh <==
#!/bin/bash
# OpenROAD 26Q1-2900-gdf79404cd8, Yosys 0.63+post, stock flow scripts
make -C /OpenROAD-flow-scripts/flow DESIGN_CONFIG=/design/flow/config.mk WORK_HOME=/design/flow/orfs finish
==> config.mk <==
export PLATFORM = sky130hd
export DESIGN_NAME = registerFile
export DESIGN_NICKNAME = registerFile
export VERILOG_FILES = /design/flow/design.v
export SDC_FILE = /design/flow/constraint.sdc
export NUM_CORES = 4
export LEC_CHECK = 1
export CORE_UTILIZATION = 50
==> constraint.sdc <==
current_design registerFile

set clk_period 1.9
set clk_io_pct 0.2

create_clock -name clk0 -period $clk_period [get_ports {CLKb}]

set non_clock_inputs [all_inputs -no_clocks]
set_input_delay [expr $clk_period * $clk_io_pct] -clock clk0 $non_clock_inputs
set_output_delay [expr $clk_period * $clk_io_pct] -clock clk0 [all_outputs]
==> flow_summary.json <==
{
  "cp_top_family": "flip-flops",
  "grt_start_max_net_pins": 21,
  "nFillCells": 207,
  "violations": "setup timing",
  "die_y_um": 62.6,
  "postLayoutCoreUtil_pct": 78.5,
  "via_per_inst": 5.17,
  "hold_buffers": 0,
  "yosys_area_um2": 1840,
  "clk_path_buf_depth": 2,
  "maxCapViolCount": 0,
  "comb_area_um2": 617,
  "register_area_um2": 1200,
  "h-tree-depth": 2,
  "instances_no_fill": 266,
  "end_kind": "output pin",
  "chipWidth_um": 62.6,
  "required_ns": 1.52,
  "clkTransAtPathRegs_ns": 0.05,
  "ys_cells": 116,
  "gp_congestion": 0.784,
  "drc": 0,
  "ys.flops": 40,
  "setup_viol": 25,
  "lay_top_count": "inv_1",
  "worstPathCellList": "buf_4 > mux2i_1 > o22ai_1 > buf_2",
  "grt_pass1_vias": 1559,
  "warnings": 69,
  "totalNegativeSetupSlack_ns": -11.64,
  "initCoreUtil_pct": 53.7,
  "drtPass1Iterations": 4,
  "dieArea_um2": 3920,
  "ys_seq_share_pct": 65.4,
  "path_class": "reg -> out",
  "cts_tree": "yes",
  "placement.io_buffers": 39,
  "cp_slowest_stage_delay_ns": 0.38,
  "rsz0062_at_grt": "yes",
  "finalHoldViolations": 0,
  "finalWirelength_um": 4040,
  "clkSinkCount": 40,
  "outcome": "complete, but fails checks",
  "n_antenna_cell": 0,
  "placed_cells": 210,
  "ant_nets": 0,
  "ys_warn_count": 1,
  "syn_inst": 116,
  "routedWlPerCell_um": 15.2,
  "drive_above_1_share_pct": 26.8,
  "p_leak_uw": 0.00125,
  "slew_headroom_pct": 88.8,
  "start_kind": "flop",
  "power_density_nw_per_um2": 805,
  "yosysUniqueCellTypes": 12,
  "antenna_found_initial": 0,
  "critical-path-slowest-cell": "edfxtp_1",
  "cts_buffers": 5,
  "layout_top_cells": "inv_1 (41), edfxtp_1 (40), mux2i_1 (40)",
  "grt_first_pass_wirelength_um": 6780,
  "track_usage_pct": 24.9,
  "slew_viol_final": 0,
  "path_buffers": 2,
  "rows": 21,
  "core_um2": 3420,
  "worst_slew_pin_slew_ns": 0.164,
  "arrival_ns": 2.24,
  "dp_hpwl_um": 2500,
  "vias": 1375,
  "design_area_um2": 2680,
  "placed_area_um2": 2430,
  "synth_area_um2": 1840,
  "synthToLayoutAreaGrowth_pct": 46.1,
  "vdd_drop_max_v": 0.000969,
  "cp_max_fo": 2,
  "pre_cts_ws_ns": -0.753,
  "cts-root-buf": "clkbuf_4",
  "grt_overflow": 0,
  "hold_path.class": "in -> reg",
  "fin_ws_ns": -0.718,
  "syn_avg_cell_area_um2": 15.8,
  "drt_iter0_markers": 57,
  "io_pins": 40
}
[stage by stage]
step	total power, uW	hold WS, ns
floorplan	1300	0.991
global placement	1460	1.84
CTS	2190	1.40
finish	2160	1.41
global route	2330	1.38
detailed placement	1470	1.84
[Yosys cell counts]
library cell   n  area share, %
mux2i_1       40             22
nor3b_1        1           0.41
buf_6          4            2.5
and3b_1        1           0.48
inv_1          1           0.20
clkbuf_2       2           0.55
o22ai_1       20            6.8
nor2_1         1           0.20
nand2b_1       2           0.68
nand2_1        3           0.61
and3_1         1           0.34
edfxtp_1      40             65
[state kept, by name, summed over array words and instances, names as in the netlist]
signal / flops
R1: 10
R0: 10
R3: 10
R2: 10
[routing by layer]
metal / routed length, um / global-route usage, % / share of wire [%] / vias up
li1: - / - / - / 679
met1: 1660 / 35.9 / 41 / 638
met2: 1970 / 35.5 / 49 / 51
met3: 351 / 13.0 / 8.7 / 7
met4: 55 / 7.85 / 1.4 / 0
met5: 0 / 0 / 0 / -
[final timing paths]
path	startpoint	end	slack, ns	cells past startpoint
setup / recovery	R0[1]	Q1[1]	-0.72	4
hold / removal	WRA[0]	R3[5]	1.41	2
[kinds of logic (layout without fill, tap and decap cells)]
kind of cell / count (synthesis) / count (layout) / synth area share, %
mux: 40 / 40 / 21.8
flops: 40 / 40 / 65.4
buf+inv: 7 / 111 / 3.20
simple gates: 9 / 9 / 2.73
compound gates: 20 / 20 / 6.82
[power breakdown]
| part | leakage, uW | switching (uW) | total, uW | internal [uW] |
|---|---|---|---|---|
| registers | 0.000367 | 19.2 | 1040 | 1020 |
| clock network | 0.000256 | 465 | 839 | 374 |
| logic | 0.000629 | 114 | 277 | 163 |
[layout make-up]
class / instances / area share (%)
multi-input combinational: 69 / 23.0
clock inverter: 42 / 6.86
tap: 46 / 2.15
timing repair buffer: 64 / 21.8
sequential: 40 / 44.8
clock buffer: 5 / 1.40
[timing repair]
item | in CTS | in global routing
pin swaps | 22 | 17
cloned | 2 | 0
buffers inserted | 7 | 1
endpoints found under the setup margin | 60 | 25
resized | 76 | 0
Power figures rest on the tool's default switching activity, not on a simulated workload.
