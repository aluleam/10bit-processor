--- design/flow/design.v ---
module debouncer(
	input logic A_noisy,
	input logic CLK50M, 
	output logic A
);
	logic [15:0] COUNT;
	parameter [15:0] COMPARE = 50_000;  
	logic t_d, t_r, Anext;
	always_ff@(posedge CLK50M)
	begin
		if(t_r)
			COUNT <= 16'd0;
		else
			COUNT <= COUNT + 16'd1;
	end
	assign t_d = (COUNT >= COMPARE);
	assign Anext = (A_noisy & t_d) | (A & ~t_d);
	always_ff@(posedge CLK50M)
		A <= Anext;
	assign t_r = t_d | (~A & ~A_noisy) | (A & A_noisy);
endmodule
--- design/flow/run.sh ---
#!/bin/bash
# OpenROAD 26Q1-2900-gdf79404cd8, Yosys 0.63+post, stock flow scripts
make -C /OpenROAD-flow-scripts/flow DESIGN_CONFIG=/design/flow/config.mk WORK_HOME=/design/flow/orfs finish
--- design/flow/config.mk ---
export PLATFORM = sky130hd
export DESIGN_NAME = debouncer
export DESIGN_NICKNAME = debouncer
export VERILOG_FILES = /design/flow/design.v
export SDC_FILE = /design/flow/constraint.sdc
export NUM_CORES = 4
export LEC_CHECK = 1
export CORE_AREA = 10 10 72 72
export DIE_AREA = 0 0 82 82
--- design/flow/constraint.sdc ---
current_design debouncer

set clk_period 3.5
set clk_io_pct 0.2

create_clock -name clk0 -period $clk_period [get_ports {CLK50M}]

set non_clock_inputs [all_inputs -no_clocks]
set_input_delay [expr $clk_period * $clk_io_pct] -clock clk0 $non_clock_inputs
set_output_delay [expr $clk_period * $clk_io_pct] -clock clk0 [all_outputs]
==> flow_summary.toml <==
# physical design summary
[outcome]
status = "finished, final reports clean"

[drt]
total_routed_length_um = 1390
ant_nets = 0
remaining_drc_errors = 0
antenna_cells = 0
1st_pass_router_iterations = 5
post_drt_wl_per_cell_um = 9.84
drt_iter0_markers = 32
viasPerCell = 4.30
num_vias = 607

[power]
p_int_w = 0.000282
power_frac_seq_pct = 56.4
ir_drop_mv = 0.134
power-per-cell-area_mw_per_mm2 = 394
combinational_share_of_power_pct = 3.5
switching_share_pct = 21.2
power_switching_w = 0.0000760
power_leakage_nw = 0.288
power.share.clock_pct = 40.1

[timing]
report.final.setup_viol = 0
timing.fmax_mhz = 537
worst_setup_slack_final_ns = 1.64
finalCritPeriodShare_pct = 53.2
final_max_slew_viol_count = 0
rsz0062_at_grt = "false"
worst_slew_margin_rel_pct = 65.9
period_needed_ns = 1.86
setup_clock_skew_after_layout_ns = 0.00336
max_slew.worst_pin.slew_ns = 0.510
final.setup.tns_ns = 0
timing.final.hold_violations = 0

[grt]
grtUsageMet3_pct = 2.20
grt_util_overall_pct = 4.56
antenna_found_initial = 0
met1_usage_pct = 6.68
wire_length_of_the_first_global_routing_pass_um = 2440
first_global_vias = 538
grt_max_degree = 16
routing_usage_on_met2_pct = 6.11
busiest_layer = "met1"
overflow = 0

[setup_path]
slowest_delay_ns = 0.49
timing.critical_path.to_type = "flip-flop"
critical_setup_path_kind = "input port to flip-flop"
list_of_cells_traversed_by_the_critical_path = "clkdlybuf4s50_1, xor2_1, o21a_1, nand2_1, a21oi_1"
worst_ep_required_time_ns = 3.68
cp_data_arrival_time_ns = 2.04
critical_path.top_delay_family = "buffers and inverters"
critical_path.max_fanout = 15
cp_num_buf_inv = 1
crit_path_start_kind = "input port"
timing.critical_path.slowest_stage_cell = "clkdlybuf4s50_1"

[synth]
async_flop_share_pct = 0
netlist_top_cells_area = "dfxtp_1 40%, xnor2_1 8.7%, nor2_1 7.9%, xor2_1 5.4%, nand4_1 4.7%"
synth-cells-yosys = 90
synth_flop_count = 17
synthDominantAreaCellType = "dfxtp_1"
synthesis.yosys.warnings = 1
synth_dominant_cell_count = "nor2_1"
syn_avg_cell_area_um2 = 8.95
enable_flop_cells = 1
synth_cells = 90
synthDominantCellAreaShare_pct = 39.8
synth-main-ff-cell = "dfxtp_1"
post_synth_instance_area_um2 = 806
synth.top_cells.by_count = "17 x nor2_1, 16 x dfxtp_1, 8 x xnor2_1"
share_of_the_yosys_chip_area_belonging_to_registers_pct = 43.5
library_cells_used_by_synthesis = 27
ys_area_um2 = 806

[place]
dp.final_hpwl_um = 1000
place_worst_setup_slack_ns = 1.39
buffer_ports.inserted = 2
gp_congestion = 0.818

[clocking]
cts_tree = "done"
cts_num_sinks = 17
clock-root-buffer = "clkbuf_8"
cts.clk_slew.worst_paths_ns = 0.07
postCtsResizedCells = 0
cts_made_buffers = 3
cts_setup_buffers = 0
ctsLongestPathBuffers = 2
htreeDepth = 1
clkLatencyLatePin_ns = 0.25
cts_hold_buffers = 0

[die]
rows = 22
die_area_mm2 = 0.00672
initial_core_util_pct = 21.8
die_width_um = 82
number_of_top_level_pins = 3
core_mm2 = 0.00369
fp.dieH_um = 82

[layout]
largest-register = "COUNT"
drive_gt1_share_pct = 8.60
area.growth.synth_to_final_pct = 12.7
largest_register_ff_count = 16
num-fill-cells = 395
top_flop_regs = "COUNT x16"

[hold_path]
hold_path.class = "flip-flop to flip-flop"

[job]
tool_warnings = 27
drv.max_cap_violation_count = 0
worst paths after layout:
| kind | from | end | slack, ns | cells past startpoint |
|---|---|---|---|---|
| hold reg to reg | COUNT[0]$_SDFF_PP0_ | COUNT[0]$_SDFF_PP0_ | 0.48 | 1 |
| hold / removal | COUNT[0]$_SDFF_PP0_ | COUNT[0]$_SDFF_PP0_ | 0.48 | 1 |
| setup reg to reg | COUNT[11]$_SDFF_PP0_ | COUNT[13]$_SDFF_PP0_ | 1.91 | 4 |
| setup / recovery | A_noisy | COUNT[13]$_SDFF_PP0_ | 1.64 | 5 |
through the flow:
stage	hold WS, ns	total power, W	utilization [%]	cell area, um2	instances
after global placement	0.464	0.000218	23.4	862	137
final	0.482	0.000358	24.6	908	141
after CTS	0.488	0.000362	24.6	908	141
after detailed placement	0.474	0.000219	23.4	862	137
after floorplan	0.437	0.000215	-	806	90
after global routing	0.540	0.000377	24.6	908	141
cell families (layout without fill, tap and decap cells):
group | count (synthesis) | in the layout | synth area share [%]
AOI/OAI and AO/OA | 8 | 8 | 6.52
DFF | 17 | 17 | 43.5
buffers and inverters | 7 | 10 | 4.81
and+or+nand+nor | 43 | 43 | 28.0
xor gates and xnor gates | 13 | 13 | 14.1
adders and majority gates | 2 | 2 | 3.11
cell usage in the layout (no fill, tap or decap), drive strengths merged:
cell type,instances
xor2,5
clkbuf,3
nor2,17
nand3,4
clkinv,1
or3,1
dfxtp,16
ha,2
nor3,4
nand4,7
a21oi,2
xnor2,8
clkdlybuf4s50,2
a41oi,1
o21a,2
edfxtp,1
and2,2
and4,1
inv,4
nor4,2
and3,1
nand2,4
o2111ai,1
o21ai,2
worst register-to-register path: stages (launching register included):
cell and delay [ns]:
dfxtp_1 0.35, nor4_1 0.44, o21a_1 0.20, nand2_1 0.31
a21oi_1 0.22
power by group through the flow:
stage	combinational [W]	sequential, W	clock [W]
6_report	0.0000124	0.000202	0.000144
5_1_grt	0.0000144	0.000203	0.000160
4_1_cts	0.0000125	0.000202	0.000148
area by class of cell:
type	count	area [um2]	share of cell area, %
clock buffer	3	41.3	4.55
tap	48	60.1	6.61
inverter	4	15.0	1.65
clock inverter	1	5.00	0.551
sequential	17	350	38.6
multi-input combinational	66	417	45.9
timing repair buffer	2	20.0	2.20
per-layer routing:
layer	wire length, um	up-vias
li1	-	314
met1	746	277
met2	536	14
met3	95	2
met4	8	0
met5	0	-
Power and IR drop assume default switching activity.
